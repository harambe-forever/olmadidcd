==> design/flow/design.v <==
`timescale 1ns / 1ps
module instructionMemory(input reg [7:0] PC,
output reg [15:0] RD);
reg [15:0] rf1 [7:0];
initial rf1[0] = 16'b010_010_001_001_10_10;  
initial rf1[1] = 16'b100_110_010_000_00_10;   
initial rf1[2] = 16'b001_011_010_000_01_01;  
initial rf1[3] = 16'b000_100_011_010_00_00;  
initial rf1[4] = 16'b001_000_001_000_11_11;  
assign RD = rf1[PC];
endmodule
==> design/flow/run.sh <==
#!/bin/bash
# OpenROAD 26Q1-2900-gdf79404cd8, Yosys 0.63+post, stock flow scripts
make -C /OpenROAD-flow-scripts/flow DESIGN_CONFIG=/design/flow/config.mk WORK_HOME=/design/flow/orfs finish
==> design/flow/config.mk <==
export PLATFORM = sky130hd
export DESIGN_NAME = instructionMemory
export DESIGN_NICKNAME = instructionMemory
export VERILOG_FILES = /design/flow/design.v
export SDC_FILE = /design/flow/constraint.sdc
export NUM_CORES = 4
export LEC_CHECK = 1
export CORE_AREA = 10 10 70 70
export DIE_AREA = 0 0 80 80
==> design/flow/constraint.sdc <==
current_design instructionMemory

set clk_period 1.0
set clk_io_pct 0.2

create_clock -name clk0 -period $clk_period

set non_clock_inputs [all_inputs -no_clocks]
set_input_delay [expr $clk_period * $clk_io_pct] -clock clk0 $non_clock_inputs
set_output_delay [expr $clk_period * $clk_io_pct] -clock clk0 [all_outputs]
==> flow_metrics.rpt <==
==== FLOW RESULTS ====
----------------------------------------------------
[Run status]
  Outcome ........................ complete, but fails checks
  Violations in the final reports ........................ negative setup slack

[Logic synthesis]
  Number of standard cells reported by yosys ........................ 25
  Cell area after synthesis ........................ 186 sq um
  Average size of a mapped cell ........................ 7.46 sq um
  Post-synthesis instance total ........................ 25
  Sequential area share after synthesis ........................ 0%
  Syn. warnings ........................ 2
  Area leader share ........................ 33.6%
  Top area cells in the synthesized netlist ........................ sky130_fd_sc_hd__ha_1 (34%), sky130_fd_sc_hd__buf_4 (20%), sky130_fd_sc_hd__nor2b_1 (17%)
  Chip area line of the yosys report ........................ 186 sq um
  Cell variety after synth ........................ 9
  Cell type with the highest aggregate area in the netlist ........................ sky130_fd_sc_hd__ha_1

[Final timing]
  RSZ-0062 raised after global routing ........................ true
  Min Hold Slack ........................ 0.633 ns
  Final setup violating endpoints ........................ 5
  Period minus WS final ........................ 1.05 ns
  Final hold violations ........................ 0
  Final worst path period share ........................ 105%
  Fmax achieved ........................ 948 MHz
  Pins Over Slew Limit ........................ 0
  Final setup slack of the worst path ........................ -0.0546 ns

[Worst setup path]
  Crit-path max cell delay ........................ 0.46 ns
  Critical Path RT ........................ 0.80 ns
  Setup CP Type ........................ input pin to output port
  CP cell instances ........................ buf_12 -> nand2b_1 -> clkdlybuf4s50_1
  Worst setup path startpoint ........................ PC[2]
  Critical path startpoint category ........................ input pin
  CP max FO ........................ 11
  Critical path's top delay family ........................ buffers and inverters
  Capturing element type of the critical path ........................ output port
  Arrival time worst endpoint ........................ 0.85 ns
  Crit path buffers/inverters ........................ 2
  Worst path slowest cell ........................ sky130_fd_sc_hd__clkdlybuf4s50_1

[Drt]
  Count of antenna diodes in the layout ........................ 0
  Post-Route WL ........................ 576 um
  Vias after detailed routing ........................ 186
  Routed length per instance ........................ 6.78 um
  DRC errors left ........................ 0
  Initial drt markers ........................ 0
  Pre-antenna DRT Iters ........................ 1
  Via density per instance ........................ 2.19
  Antenna Nets Post-Route ........................ 0

[Floorplanning]
  Initial standard-cell utilization of the core ........................ 5.46%
  Full die area ........................ 6400 sq um
  Core area ........................ 3420 sq um
  Overall die height ........................ 80 um
  IO Pins ........................ 24
  Die boundary width ........................ 80 um
  Number of cell rows ........................ 21

[Placement]
  Post-DP Area ........................ 384 sq um
  Half-perimeter wire length after detailed placement ........................ 465 um
  Worst slack at placement ........................ -0.871 ns
  GP Congestion ........................ 0.696
  Inst Count DP ........................ 85
  Buffers on Ports ........................ 17

[Worst hold path]
  Origin of the worst min-delay path ........................ PC[2]
  Class of the most critical hold timing path ........................ input pin to output port
  Destination of the worst hold path ........................ RD[4]
  Cell count of the worst hold path ........................ 3

[Power and ir drop]
  Pwr Density ........................ 276 nW/um^2
  Highest ir drop seen on vdd ........................ 0.0290 mV
  Total Power ........................ 0.110 mW
  Leakage ........................ 0.175 nW

[Finish]
  Area used by sequential logic in the layout ........................ 0 sq um
  Total of clock buffers placed in the layout ........................ 0
  Count of filler cells inserted in the layout ........................ 401
  Number of sequential cells in the layout ........................ 0
  Final std cells w/o fill ........................ 85
  Post-Layout Inst Area ........................ 399 sq um
  Proportion of layout cells with a drive suffix above 1 ........................ 59.0%
  Synth-to-Final Area Change ........................ 114%

[GRT]
  Global route total overflow ........................ 0
  Wire length of the first global-routing pass ........................ 807 um
  Number of global-route vias before repair ........................ 183
  GR Util All Layers ........................ 1.43%
  Pin count of the biggest net entering global routing ........................ 12
  Antenna violations before repair ........................ 0

[Flow run]
  Number of maximum-capacitance violations ........................ 0
  Tool warnings ........................ 43

----------------------------------------------------
cell families after synthesis:
family	synth area share, %
simple gates	34.2
fa+ha+maj	33.6
buf+inv	30.2
other cells	2.01
layout make-up:
cell class / instances / area, sq um / area share, %
Inverter: 2 / 12.5 / 3.13
Multi-Input combinational cell: 18 / 174 / 43.6
Tap cell: 46 / 57.6 / 14.4
Timing Repair Buffer: 19 / 155 / 38.9
report_power, final:
group,switching [mW],leakage (nW),internal [mW],total [mW]
Combinational,0.0391,0.175,0.0710,0.110
Sequential,0,0,0,0
Clock,0,0,0,0
cells in the final DEF, fill, tap and decap left out, drive strengths merged:
cell | Yosys | final
or2 | 2 | 2
nor2 | 2 | 2
conb | 1 | 2
buf | 6 | 15
nor2b | 5 | 5
inv | 2 | 2
nand2b | 2 | 2
clkdlybuf4s50 | 0 | 1
clkdlybuf4s15 | 0 | 3
ha | 5 | 5
what timing repair did:
item,4_1_cts,5_1_grt
setup endpoints to repair,14,10
gates cloned,0,0
gates resized,69,2
endpoints found under the hold margin,0,0
hold buffers,0,0
buffers inserted,0,0
pin swaps,4,2
worst max path at each step:
stage | slack, ns | to | depth (start not counted)
after CTS | -0.06 | RD[1] | 3
after global routing | -0.08 | RD[1] | 3
final | -0.05 | RD[1] | 3
synth_stat cells (all sizes together):
master	n
nor2	2
conb	1
ha	5
or2	2
buf	6
nor2b	5
nand2b	2
inv	2
per-stage QoR:
stage | util, % | TNS, ns
final | 11.7 | -0.199
after global routing | 11.7 | -0.493
after detailed placement | 11.2 | -10.98
after CTS | 11.4 | -0.206
after floorplan | - | 0
after global placement | 11.2 | -10.74
metal layers:
metal	track usage [%]	vias to the layer above	part of all wire, %
met5	0	-	0
met4	0	0	0
met3	1.48	0	31
met2	2.09	17	34
met1	1.52	75	35
li1	-	94	-
Power and IR drop assume default switching activity.
