`design/flow/constraint.sdc`:
```
current_design DataMemory

set clk_period 20.1
set clk_io_pct 0.2

create_clock -name clk0 -period $clk_period [get_ports {clk}]

set non_clock_inputs [all_inputs -no_clocks]
set_input_delay [expr $clk_period * $clk_io_pct] -clock clk0 $non_clock_inputs
set_output_delay [expr $clk_period * $clk_io_pct] -clock clk0 [all_outputs]
```
`design/flow/run.sh`:
```
#!/bin/bash
# OpenROAD 26Q1-2900-gdf79404cd8, Yosys 0.63+post, stock flow scripts
make -C /OpenROAD-flow-scripts/flow DESIGN_CONFIG=/design/flow/config.mk WORK_HOME=/design/flow/orfs finish
```
`design/flow/config.mk`:
```
export PLATFORM = sky130hd
export DESIGN_NAME = DataMemory
export DESIGN_NICKNAME = DataMemory
export VERILOG_FILES = /design/flow/design.v
export SDC_FILE = /design/flow/constraint.sdc
export NUM_CORES = 4
export LEC_CHECK = 1
export CORE_UTILIZATION = 40
```
`design/flow/design.v`:
```
`timescale 1ns / 1ps
module DataMemory(
    input logic [7:0] a,
    input logic we, clk,
    input logic [7:0] wd,
    output logic [7:0] read
    );
    reg [7:0] rf [255:0];
    always @(posedge clk)begin
        read <= rf[a];
        if(we)
            rf[a] <= wd;
    end
endmodule
```
==> flow_summary.yaml <==
# implementation run metrics
clock_tree:
  numClockSinks: 2056
  cts_tree: "built"
  clockRootBuffer: "clkbuf_16"
  clk_pin_slew_ns: 0.06
  cts_setup_buffers: 0
  clockBufferDepth: 3
  ctsHtreeMaxLevel: 4
  cts_resized: 0
  hold_buffers: 0
  clkLatencyLatePin_ns: 0.84
  cts_inserted_buffers: 202
status:
  status: "finished, final reports clean"
floorplan:
  chipArea_um2: 198000
  rows: 162
  fp.dieH_um: 445
  fp.coreArea_um2: 195000
  die_w_um: 445
  fp_util: 0.403
  num_io_pins: 26
job:
  warnings: 30
  max-cap-violations: 0
yosys:
  synth-adder-area-share: 0
  netlist_instances: 3547
  syn_area_um2: 78500
  ys_chip_area_um2: 78500
  aoi_share: 0.0362
  synth.distinct_cells: 22
  post_synth.cell_area_avg_um2: 22.1
  simple_gate_share: 0.0173
  xor_share: 0
  ys_warn_count: 1
  ys_sh_mux: 0.147
  ys_cells: 3547
  synth_flop_count: 2056
  ys_seq_frac: 0.786
  topCombFamilyByArea: "multiplexers"
setup_path:
  start_kind: "input port"
  cp-end-kind: "register"
  critPathMaxFanout: 37
  worstPathRequired_ns: 20.78
  crit_start: "a[0]"
  worstPathArrival_ns: 9.02
  regToRegStartpoint: "rf[123][5]"
  path_class: "in2reg"
final_timing:
  finalSetupTns_ns: 0
  slew_headroom: 0.171
  finalCriticalPeriod_ns: 8.34
  finalMaxSlewViolations: 0
  finClkSkew_ns: 0.0307
  hold_slack_ns: 0.970
  fmax_ghz: 0.120
  hold_violations: 0
  min_period_over_period: 0.415
  rsz0062_at_grt: "no"
  tightest_slew_ns: 1.23
  setup_viol: 0
detailed_routing:
  wire_per_inst_um: 29.3
  postRouteAntennaNets: 0
  firstDrtPassIters: 5
  totalWireLength_um: 192000
  drt_iter0_markers: 2574
  vias_per_cell: 5.64
  drc: 0
  num_vias: 37035
global_routing:
  grt_pass1_vias: 40978
  track_usage: 0.217
  grt_overflow: 0
  grt_pass1_wl_um: 281000
  grt_start_max_net_pins: 113
  antenna_found_initial: 7
min_path:
  hp-class: "reg2reg"
  hp-start: "rf[98][7]"
power_and_ir_drop:
  irDropWorstVdd_v: 0.0000768
  pwr_density_cell_nw_per_um2: 98.5
  leakage_uw: 0.0271
place:
  dp.final_hpwl_um: 114000
  gp_congestion: 0.873
  place_inst: 6185
  port_buffers: 25
layout:
  drive_gt1_frac: 0.265
  instances_no_fill: 6566
  comb_area_um2: 15800
  final_common_cell: "edfxtp_1"
  fillers: 15945
  final_cell_mix: "edfxtp_1, mux4_2, a22oi_1"
  syn2layout_area_growth_pct: 13.7
  seqCellArea_um2: 61700
cell type report:
cell class	count	share of cell area
antenna	6	0.000168
clock buffer	268	0.0606
clock inverter	107	0.0113
inverter	1	0.0000421
multi-input combinational	1258	0.177
sequential	2056	0.691
tap	2624	0.0368
timing repair buffer	246	0.0228
worst paths after layout:
| path | end | slack [ns] | depth (start not counted) |
|---|---|---|---|
| max | read[3] | 11.76 | 10 |
| min | read[7] | 0.97 | 5 |
| max reg2reg | read[5] | 17.19 | 6 |
| min reg2reg | read[7] | 0.97 | 5 |
metal layers:
metal / track usage / up-vias / wire (um)
met2: 0.324 / 2027 / 93500
met4: 0.0564 / 12 / 6400
met5: 0.00806 / - / 234
li1: - / 15550 / -
met3: 0.144 / 325 / 28000
met1: 0.274 / 19121 / 64000
logic make-up after synthesis:
group           Yosys count
compound gates          416
flops                  2056
simple gates            330
mux                     512
buf+inv                 233
per-stage QoR:
| step | power (uW) | util | setup WS [ns] | area [um^2] |
|---|---|---|---|---|
| global route | 9040 | 0.458 | 11.22 | 89200 |
| global placement | 5220 | 0.424 | 10.27 | 82800 |
| CTS | 8870 | 0.458 | 11.54 | 89200 |
| detailed placement | 5230 | 0.425 | 10.64 | 82800 |
| finish | 8790 | 0.458 | 11.76 | 89200 |
| floorplan | 5030 | - | 13.86 | 78500 |
worst max-delay path, stage by stage:
cell and delay, ns:
buf_8 0.24, buf_4 0.50, buf_4 0.71, buf_4 0.66, buf_4 0.66, mux4_2 0.58, a22oi_1 0.26, a21oi_1 0.17
o41ai_1 0.84, nand4_1 0.19
power breakdown:
part	internal [uW]	leakage (uW)	switching, uW
clock network	2090	0.00316	1580
registers	4730	0.0185	10.5
logic	137	0.00545	254
synth_stat cells:
library cell / count / share of area
a21oi_1: 128 / 0.0082
a22oi_1: 256 / 0.024
and2_1: 3 / 0.00024
buf_1: 19 / 0.00091
buf_2: 36 / 0.0023
buf_4: 16 / 0.0015
buf_6: 16 / 0.0023
clkbuf_1: 145 / 0.0069
dfxtp_1: 8 / 0.0020
edfxtp_1: 2048 / 0.78
inv_1: 1 / 0.000048
mux4_2: 512 / 0.15
nand2_1: 28 / 0.0013
nand2b_1: 6 / 0.00048
nand3_1: 13 / 0.00083
nand4_1: 8 / 0.00064
nor2_1: 232 / 0.011
nor2b_1: 7 / 0.00056
nor3_1: 30 / 0.0019
o41ai_1: 32 / 0.0036
or2_2: 2 / 0.00016
or3_1: 1 / 0.000080
state kept, by name, indices dropped and copies added, names as in the netlist:
name and count:
rf 2048, read 8
Power is estimated from default activity; no workload was simulated.
